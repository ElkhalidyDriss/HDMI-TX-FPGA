<file path="flow/run.sh">
#!/bin/bash
# OpenROAD 26Q1-2900-gdf79404cd8, Yosys 0.63+post, stock flow scripts
make -C /OpenROAD-flow-scripts/flow DESIGN_CONFIG=/design/flow/config.mk WORK_HOME=/design/flow/orfs finish
</file>
<file path="flow/config.mk">
export PLATFORM = sky130hd
export DESIGN_NAME = shift_reg_delay
export DESIGN_NICKNAME = shift_reg_delay
export VERILOG_FILES = /design/flow/design.v
export SDC_FILE = /design/flow/constraint.sdc
export NUM_CORES = 4
export LEC_CHECK = 1
export CORE_UTILIZATION = 30
</file>
<file path="flow/constraint.sdc">
current_design shift_reg_delay

set clk_period 1.0
set clk_io_pct 0.2

create_clock -name clk0 -period $clk_period [get_ports {clk}]

set non_clock_inputs [all_inputs -no_clocks]
set_input_delay [expr $clk_period * $clk_io_pct] -clock clk0 $non_clock_inputs
set_output_delay [expr $clk_period * $clk_io_pct] -clock clk0 [all_outputs]
</file>
<file path="flow/design.v">
module shift_reg_delay #(TAPS = 10)(
       input wire clk,
       input wire reset_n,
       input wire [39:0] data_i, 
       output reg [39:0] data_o  
       );
       integer i;
       reg [39:0] shift_reg [TAPS-1:0];  
       always @(posedge clk , negedge reset_n)
       begin
            if (!reset_n) begin
                for (i=0;i < TAPS ; i=i+1) begin
                     shift_reg[i] <= 40'b0;
                end
            end 
            else begin 
                shift_reg[0] <= data_i;
                for (i = 1; i < TAPS; i = i + 1) begin
                    shift_reg[i] <= shift_reg[i - 1];
                end 
                data_o <= shift_reg[TAPS-1];
            end
       end
endmodule
</file>
==> reports/results.tsv <==
metric	value	unit
Power Total	35.3	mW
Mapped Area	11200	µm²
slew margin rel.	62.8	%
Iteration-0 DRC Markers	99	
Synth flops	440	
global route overflow	0	
Ports	82	
routed vias/inst	3.39	
first-pass GRT wire length	22.6	mm
Post-CTS Setup Repair Bufs	0	
pin count of the biggest net entering global routing	113	
Setup Viol. Count Final	40	
slowest stage cell on the critical path	edfxtp_1	
fin. max-slew vios	0	
fin worst setup slack	-0.243	ns
worst hold path class	input pin to async pin	
post-DP HPWL	7.18	mm
Setup CP Type	register to output pin	
YS warnings	2	
Core Box Area	36700	µm²
Layout Cells excl Fill	1084	
Synth Seq Share	100	%
failing checks	negative hold slack, negative setup slack	
most frequent logic cell in the layout	dfrtp_1	
top cell type by total area after synthesis	dfrtp_1	
RePlAce Congestion	0.693	
Critical path buffers and inverters	1	
synthesized area per cell	25.5	µm²
initial antenna violation count	0	
Synth-to-Final Area Change	25.2	%
Antenna diodes	0	
clock skew	0.0179	ns
Die Size	38100	µm²
worst stage delay on the critical path	0.38	ns
RSZ-0062 raised after global routing	yes	
All-Layer GR Usage	7.74	%
Fin Hold WS	-0.498	ns
clk latency late pin	0.53	ns
CTS root buffer	clkbuf_16	
Die H	195	µm
Top Family by Delay on Critical Path	flip-flops	
Worst-Margin Slew	0.556	ns
cells in synth_stat.txt	440	
data required time of the critical path	0.80	ns
DRC Markers	0	
period utilization	124	%
FP Core Util	30.5	%
synth unique cells	2	
Register Area	11200	µm²
max-cap violations	0	
Worst IR Drop VDD	1760	µV
Top-area cell share	89.3	%
pwr dens	2510	nW/µm²
cell count after placement	1003	
Clock Sinks	440	
Routed wire per std cell	12.1	µm
final WL	13.2	mm
CTS tree	built	
f_max	805	MHz
Setup crit end kind	output pin	
critical path cell sequence	buf_2	
synthesized instance count	440	
CP arrival	1.04	ns
Filler cells	3218	
# H-tree levels	2	
Longest Clk Path Bufs	3	
Std-Cell Rows	70	
Comb gates	0	
ANT nets after route	0	
Die X	195	µm
layout cells sized above 1	19.5	%
Top area cell types	dfrtp_1 (89%), edfxtp_1 (11%)	
Top Layout Cells	dfrtp_1 (400), clkbuf_16 (44), edfxtp_1 (40), clkdlybuf4s50_1 (40), buf_2 (40)	
DR pass1 iterations	3	
final hold vios	236	
I/O Buffers	81	
OpenROAD warnings	31	
Worst setup SP type	register	
CP max FO	1	
Vias	3679	
post-route minimum period	1.24	ns
clk slew on worst S/H paths	0.06	ns
vias in the first global route	4199	
number of flip-flops in the largest register	400	
run status	complete, but fails checks	
Leak	6.17	nW
YS chip area	11200	µm²
CTS Buf Count	42	
logic area	0	µm²
## layout make-up
| type | instances | area share (%) |
|---|---|---|
| flip-flops and latches | 440 | 79.9 |
| well taps | 468 | 4.17 |
| clock inverters | 18 | 1.50 |
| clock buffers | 58 | 8.35 |
| repair buffers | 100 | 6.09 |
## synth_stat cells
cell      number
edfxtp_1      40
dfrtp_1      400
## power breakdown
part           internal, mW  total [mW]  leakage (nW)  switching [mW]
combinational         0.288       0.657         0.451           0.369
clock                  9.27        15.4         0.667            6.12
sequential             19.0        19.2          5.05           0.253
## per-layer routing
| metal | track usage, % | wire length (µm) | up-vias |
|---|---|---|---|
| met5 | 0 | 0 | - |
| met4 | 3.15 | 610 | 0 |
| met3 | 2.47 | 869 | 46 |
| met2 | 9.33 | 5310 | 100 |
| met1 | 13.6 | 6370 | 1836 |
| li1 | - | - | 1697 |
## per-stage QoR
stage / util, % / area, µm² / setup TNS [ns] / setup WS (ns) / hold WS (ns)
6_report: 38.2 / 14000 / -7.98 / -0.243 / -0.498
4_1_cts: 38.2 / 14000 / -19.33 / -0.288 / -0.518
3_5_place_dp: 34.9 / 12800 / -0.000810 / -0.000810 / 0.0408
2_1_floorplan: - / 11200 / 0 / 0.416 / -0.0956
3_3_place_gp: 34.9 / 12800 / 0 / 0.0270 / 0.0398
5_1_grt: 38.2 / 14000 / -10.22 / -0.286 / -0.522
## cell families (layout without fill, tap and decap cells)
logic type | count (synthesis) | in the layout | synth area share, %
buffers and inverters | 0 | 176 | 0
DFF | 440 | 440 | 100
## final timing paths
| check | start | endpoint | cells after the start | slack, ns |
|---|---|---|---|---|
| worst max-delay path | data_o[30] | data_o[30] | 1 | -0.24 |
| worst min-delay path | reset_n | shift_reg[9][38] | 1 | -0.50 |
| worst max register to register | shift_reg[9][21] | data_o[21] | 0 | 0.37 |
| worst min register to register | shift_reg[4][35] | shift_reg[5][35] | 0 | 0.33 |
| max in group asynchronous | reset_n | shift_reg[4][35] | 3 | 0.20 |
| min in group clk0 | reset_n | data_o[38] | 1 | 0.01 |
## timing repair
action                                 in CTS  in global routing
gates resized                             120                  2
cloned                                      0                  1
endpoints found under the hold margin     403                239
setup endpoints to repair                  40                203
Power figures rest on the tool's default switching activity, not on a simulated workload.
